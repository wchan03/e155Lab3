### ./config.mk
export PLATFORM = sky130hd
export DESIGN_NAME = seg_disp_write
export DESIGN_NICKNAME = seg_disp_write
export VERILOG_FILES = /design/flow/design.v
export SDC_FILE = /design/flow/constraint.sdc
export NUM_CORES = 4
export LEC_CHECK = 1
export CORE_AREA = 10 10 82 82
export DIE_AREA = 0 0 92 92
### ./run.sh
#!/bin/bash
# OpenROAD 26Q1-2900-gdf79404cd8, Yosys 0.63+post, stock flow scripts
make -C /OpenROAD-flow-scripts/flow DESIGN_CONFIG=/design/flow/config.mk WORK_HOME=/design/flow/orfs finish
### ./constraint.sdc
current_design seg_disp_write

set clk_period 3.5
set clk_io_pct 0.2

create_clock -name clk0 -period $clk_period [get_ports {clk}]

set non_clock_inputs [all_inputs -no_clocks]
set_input_delay [expr $clk_period * $clk_io_pct] -clock clk0 $non_clock_inputs
set_output_delay [expr $clk_period * $clk_io_pct] -clock clk0 [all_outputs]
### ./design.v
module demux2_1(input logic select,
				output logic [1:0] com_an);  
	always_comb begin
		case(select)
			1'b0: com_an = 2'b10;  
			1'b1: com_an = 2'b01;  
			default: com_an = 2'b00;
		endcase
	end
endmodule
module mux #(parameter WIDTH = 4)
			(input logic [WIDTH-1:0] d0, d1,
			input logic s,
			output logic [WIDTH-1:0] out);
	assign out = s ? d1 : d0;
 endmodule 
module seg_disp_write(input logic [3:0] value1, value2, 
                      input logic clk,
                      output logic [6:0] seg_out, 
				      output logic [1:0] anodes);
    logic select;  
    logic [3:0] value;  
    logic [19:0] counter;
    always_ff @(posedge clk) begin  
        counter <= counter + 19'd3;  
    end
    assign select = counter[19];
	mux in(value1, value2, select, value); 
    logic [6:0] seg_intm;
	always_comb begin 
		case(value)
			4'b0000: seg_intm <= 7'b0111111;  
			4'b0001: seg_intm <= 7'b0000110;  
			4'b0010: seg_intm <= 7'b1011011;  
			4'b0011: seg_intm <= 7'b1001111;  
			4'b0100: seg_intm <= 7'b1100110;  
			4'b0101: seg_intm <= 7'b1101101;  
			4'b0110: seg_intm <= 7'b1111101;  
			4'b0111: seg_intm <= 7'b0000111;  
			4'b1000: seg_intm <= 7'b1111111;  
			4'b1001: seg_intm <= 7'b1101111;  
			4'b1010: seg_intm <= 7'b1110111;  
			4'b1011: seg_intm <= 7'b1111100;  
			4'b1100: seg_intm <= 7'b1011000;  
			4'b1101: seg_intm <= 7'b1011110;  
			4'b1110: seg_intm <= 7'b1111001;  
			4'b1111: seg_intm <= 7'b1110001;  
			default: seg_intm <= 7'b1111111;
		endcase 
		seg_out <= ~seg_intm;  
	end
    demux2_1 dm(select, anodes);  
endmodule
==> GITHUB_STEP_SUMMARY <==
## Implementation flow summary

| Metric | Value |
|---|---|
| Setup violators final | `0` |
| CTS tree | `yes` |
| RSZ-0062 raised after global routing | `false` |
| Iteration-0 DRC Markers | `34` |
| Ys cells | `about 110` |
| Synth area leaders | `dfxtp_1 (36%), xnor2_1 (11%), ha_1 (7.9%)` |
| Die Ht | `slightly above 90 microns` |
| Critical path class | `primary input to output pin` |
| Synth Area per Inst | `9.94 sq um` |
| Clock power frac | `a little under two fifths` |
| DP HPWL | `between 1.5 and 2 mm` |
| IO Port Bufs | `17` |
| Chip area | `about 0.0085 sq mm` |
| Fa+ha+maj area frac | `7.87%` |
| Post-synth ARST share | `0%` |
| Top-area cell share | `a little over a third` |
| Leakage power | `~0.00048 uW` |
| Rows | `26` |
| Vias | `780` |
| Pwr/cell area | `320 mW/mm^2` |
| Max Root-Sink Buffers | `2` |
| Min-Delay Startpoint | `counter[0]` |
| Period utilization | `92.2%` |
| Worst R2R Setup Slack | `approximately 2200 ps` |
| CTS Hold Bufs | `0` |
| Clk sinks | `20` |
| Setup TNS | `0 ps` |
| #FFs+latches synth | `20` |
| DR DRC count | `0` |
| GRT Overall Usage | `under 10%` |
| Aoi share | `8.31%` |
| Syn Inst Count | `between 100 and 150` |
| Reg clk slew, reported paths | `70 ps` |
| Final Max Tran Viols | `0` |
| Die Wd | `roughly 92 microns` |
| Total CTS buffers | `3` |
| Hold path cells | `1` |
| Crit path arrival time | `~2500 ps` |
| CP Data Required Time | `~2800 ps` |
| H-tree levels | `1` |
| Worst min-delay path class | `register to register` |
| Cell Type Count | `34` |
| Switch share | `between 20 and 25%` |
| Highest Clock Rate | `roughly 310 MHz` |
| Yosys top cell by instances | `dfxtp_1` |
| Initial antenna violation count | `0` |
| RR Endpoint | `counter[14]` |
| Vias per inst | `~3.9` |
| DR pass1 iterations | `3` |
| Final hold vios | `0` |
| Combinational power share | `between 10% and 20%` |
| Clock root cell | `clkbuf_8` |
| YS warnings | `2` |
| ANT cells | `0` |
| CP Max Fanout | `7` |
| Yosys stat area | `0.00111 sq mm` |
| CP Launch Type | `primary input` |
| Routed len/inst | `9.62 microns` |
| Core Util at FP | `21.9%` |
| Hold Path Sink | `counter[0]` |
| Dominant kind of combinational cell | `simple AND/OR/NAND/NOR gates` |
| Remaining Overflow, GRT | `0` |
| # resized after CTS | `0` |
| Max reg flops | `20` |
| Post-synth EDFFs | `0` |
| FF-to-FF Start | `counter[0]` |
| Seq share, synth | `a little over a third` |
| Setup Skew | `approximately 4.5 ps` |
| Rel. slew slack | `61.9%` |
| Max-cap viol count | `0` |
| WL final | `1.92 mm` |
| DRT antenna net count | `0` |
| Reg with most FFs | `counter` |
| Min Tclk post-route | `3230 ps` |
| Core footprint | `0.00507 sq mm` |
| Simple Share, Synth | `between 10% and 20%` |
| Layout cells sized above 1 | `about an eighth` |
| Flop pwr share | `50.8%` |
| Total tool warning count | `30` |
| Worst-Margin Slew | `about 570 ps` |
| Cell Area, Synth | `around 0.0011 sq mm` |
| Routability Congestion | `~0.72` |
| Final Util | `between 20% and 30%` |
| MUX area fraction | `10.1%` |
| Top cells by count, synth | `dfxtp_1 (20), xnor2_1 (14), nand2_1 (13)` |
| Post-synth top flop | `dfxtp_1` |
| XOR/XNOR Area Share | `14.2%` |
| Int Pwr | `358 uW` |
| Largest regs | `counter: 20 flops` |
| First-pass GRT wire length | `between 3 and 4 mm` |
| Peak supply drop | `~0.13 mV` |
| Crit end category | `output pin` |
| Cell taking the most area after synthesis | `dfxtp_1` |
| Post-CTS setup buffer count | `0` |
| Layout area overhead | `25.4%` |
| Sw Pwr | `about 90 uW` |
| Reg2Reg Depth | `5` |
| Number of global-route vias before repair | `782` |
| Largest net degree at the start of global routing | `17` |
| Status | `finished clean` |
| Insertion Delay late pin | `roughly 250 ps` |
| Ports | `18` |
area by class of cell:
type	instances	area (sq um)
clock buffer	4	55.1
fill	542	3680
inverter	6	22.5
multi-input combinational	83	661
tap	70	87.6
sequential	20	400
timing repair buffer	17	170
critical path: stages:
cell and delay, ps:
clkdlybuf4s50_1 430, mux2i_4 260, inv_1 120, ha_1 250, o31ai_1 260, clkdlybuf4s50_1 500
placed cells by master, fill, tap and decap left out, types with 3 or more instances in the layout:
master / n
nor2_1: 4
xor2_1: 4
ha_1: 7
nand2_1: 13
nand3_1: 7
xnor2_1: 14
clkdlybuf4s50_1: 17
nand4_1: 3
mux2i_4: 3
dfxtp_1: 20
clkbuf_8: 4
inv_1: 6
kinds of logic (layout without fill, tap and decap cells):
group | Yosys count | in the layout
and+or+nand+nor | 37 | 37
DFF | 20 | 20
xor gates and xnor gates | 18 | 18
AOI/OAI and AO/OA | 14 | 14
buffers and inverters | 9 | 27
adders and majority gates | 7 | 7
muxes | 7 | 7
per-stage QoR:
stage | worst slack (ps) | hold WS, ps | total power, uW | cell area, sq um | std cells
2_1_floorplan | 1330 | 399 | 255 | 1110 | 112
3_3_place_gp | 264 | 421 | 284 | 1340 | 196
3_5_place_dp | 241 | 425 | 284 | 1340 | 196
4_1_cts | 244 | 441 | 457 | 1400 | 200
5_1_grt | 84.0 | 477 | 466 | 1400 | 200
6_report | 274 | 439 | 448 | 1400 | 200
worst max-delay path by stage:
stage	slack, ps	endpoint	start	cells after the start
4_1_cts	240	seg_out[2]	value2[0]	6
6_report	270	seg_out[2]	value1[0]	6
5_1_grt	80	seg_out[1]	counter[19]	5
layer usage:
metal	share of wire, %	GRT usage, %
met5	0	0
met4	1.4	0.514
met3	4.3	1.32
met2	41	7.06
met1	54	7.09
power groups by stage:
stage,registers [uW],clock network (uW),logic [uW]
finish,227,170,50.0
global route,227,183,56.1
CTS,227,178,51.4
Power is estimated from default activity; no workload was simulated.
